==> /design/flow/design.v <==
`timescale 1ns / 1ps
`timescale 1ns / 1ps
module rv32e_cpu(
    input clk,
    input reset,
    input  [31:0] program_data_bus,
    output [31:0] program_addr_bus,
    input  [31:0] mem_read_data_bus,
    output [31:0] mem_write_data_bus,
    output mem_write_signal,
    output [31:0] mem_addr_bus
);
    reg  [31:0] x [15:1];        
    reg  [31:0] pc;
    wire [31:0] x0 = 0;          
    wire [31:0] x1 = x[1];       
    wire [31:0] x2 = x[2];
    wire [31:0] x3 = x[3];
    wire [31:0] x4 = x[4];
    wire [31:0] x5 = x[5];
    wire [31:0] x6 = x[6];
    wire [31:0] x7 = x[7];
    wire [31:0] x8 = x[8];
    wire [31:0] x9 = x[9];
    wire [31:0] x10 = x[10];
    wire [31:0] x11 = x[11];
    wire [31:0] x12 = x[12];
    wire [31:0] x13 = x[13];
    wire [31:0] x14 = x[14];
    wire [31:0] x15 = x[15];
    assign program_addr_bus = pc;
    reg [3:0]  state;
    reg [31:0] instruction;
    wire [6:0]  opcode   = instruction[6:0];
    wire [4:0]  rd       = instruction[11:7];                            
    wire [2:0]  funct3   = instruction[14:12];                           
    wire [4:0]  rs1      = instruction[19:15];                           
    wire [4:0]  rs2      = instruction[24:20];                           
    wire [6:0]  funct7   = instruction[31:25];                           
    wire [11:0] i_imm    = instruction[31:20];                           
    wire [19:0] u_imm    = instruction[31:12];                           
    wire [19:0] j_imm    = instruction[31:12];                           
    wire [11:0] b_imm    = {instruction[31:25], instruction[11:7]};      
    wire [11:0] s_imm    = {instruction[31:25], instruction[11:7]};      
    reg [31:0] operand1;
    reg [31:0] operand2;
    reg [31:0] result;
    reg [31:0] offset;
    reg [31:0] effective_addr;
    reg write_signal_reg;
    assign mem_addr_bus = effective_addr;
    assign mem_write_data_bus = operand2;    
    assign mem_write_signal = write_signal_reg;
    always @(posedge(clk)) begin
        if (reset == 0) begin
            state <= 4'b0001;
            pc    <= 0;
            x[1]  <= 0;
            x[2]  <= 0;
            x[3]  <= 0;
            x[4]  <= 0;
            x[5]  <= 0;
            x[6]  <= 0;
            x[7]  <= 0;
            x[8]  <= 0;
            x[9]  <= 0;
            x[10] <= 0;
            x[11] <= 0;
            x[12] <= 0;
            x[13] <= 0;
            x[14] <= 0;
            x[15] <= 0;
            operand1 <= 0;
            operand2 <= 0;
            result <= 0;
            offset <= 0;
            effective_addr <= 0;
            write_signal_reg <= 0;
        end
        else begin
            case (state)
                4'b0001: begin
                    instruction <= program_data_bus;
                    state <= 4'b0010;
                end
                4'b0010: begin
                    case (opcode)
                        7'b0000011:
                            effective_addr <= (rs1 == 0 ? x0 : x[rs1]) + $signed(i_imm);
                        7'b0100011: begin
                            effective_addr <= (rs1 == 0 ? x0 : x[rs1]) + $signed(s_imm);
                            operand2 <= rs2 == 0 ? x0 : x[rs2];
                        end
                        7'b0010011: begin
                            operand1 <= rs1 == 0 ? x0 : x[rs1];
                            operand2 <= $signed(i_imm);
                        end
                        7'b0110111, 7'b0010111:
                            result <= {u_imm, 12'b0};
                        7'b0110011: begin
                            operand1 <= rs1 == 0 ? x0 : x[rs1];
                            operand2 <= rs2 == 0 ? x0 : x[rs2];
                        end
                        7'b1101111:
                            offset <= $signed({j_imm, 1'b0});
                        7'b1100111: begin
                            operand1 <= rs1 == 0 ? x0 : x[rs1];
                            offset   <= $signed(i_imm);
                        end
                        7'b1100011: begin
                            operand1 <= rs1 == 0 ? x0 : x[rs1];
                            operand2 <= rs2 == 0 ? x0 : x[rs2];
                            offset   <= $signed({b_imm, 1'b0});
                        end
                        default: begin
                            operand1 <= 0;
                            operand2 <= 0;
                            result <= 0;
                            offset <= 0;
                            effective_addr <= 0;
                        end
                    endcase
                    state <= 4'b0100;
                end
                4'b0100: begin
                    case (opcode)
                        7'b0000011: begin
                            if (funct3 == 3'b010) result <= mem_read_data_bus;
                            state <= 4'b1000;
                        end
                        7'b0100011: begin
                            if (funct3 == 3'b010) write_signal_reg <= 1;
                            state <= 4'b1000;
                        end
                        7'b0010011: begin
                            if (funct3 == 3'b000)       result <= operand1 + operand2;
                            else if (funct3 == 3'b010)  result <= $signed(operand1) < $signed(operand2);
                            else if (funct3 == 3'b011) result <= operand1 < operand2;
                            else if (funct3 == 3'b100)  result <= operand1 ^ operand2;
                            else if (funct3 == 3'b110)   result <= operand1 | operand2;
                            else if (funct3 == 3'b111)  result <= operand1 & operand2;
                            else if (funct3 == 3'b001)  result <= operand1 << operand2[4:0];
                            else if (funct3 == 3'b101)
                                if (operand2[10])   result <= $signed(operand1) >>> operand2[4:0];
                                else                result <= operand1 >> operand2[4:0];
                            state <= 4'b1000;
                        end
                        7'b0010111: begin
                            result <= result + pc;
                            state <= 4'b1000;
                        end
                        7'b0110011: begin
                            if (funct7 == 7'b0000000) begin
                                    if (funct3 == 3'b000)       result <= operand1 + operand2;
                                    else if (funct3 == 3'b010)  result <= $signed(operand1) < $signed(operand2);
                                    else if (funct3 == 3'b011) result <= operand1 < operand2;
                                    else if (funct3 == 3'b100)  result <= operand1 ^ operand2;
                                    else if (funct3 == 3'b110)   result <= operand1 | operand2;
                                    else if (funct3 == 3'b111)  result <= operand1 & operand2;
                                    else if (funct3 == 3'b001)  result <= operand1 << operand2[4:0];
                                    else if (funct3 == 3'b101)  result <= operand1 >> operand2[4:0];
                            end
                            else if (funct7 == 7'b0100000) begin
                                    if (funct3 == 3'b000)       result <= $signed(operand1) - $signed(operand2);
                                    else if (funct3 == 3'b101)  result <= $signed(operand1) >>> operand2[4:0];
                            end
                            state <= 4'b1000;
                        end
                        7'b1101111: begin
                            if (rd != 0) x[rd] <= pc + 4;
                            pc <= pc + offset;
                            state <= 4'b0001;
                        end
                        7'b1100111: begin
                            if (rd != 0) x[rd] <= pc + 4;
                            pc <= (operand1 + offset) & 32'b11111111111111111111111111111110;
                            state <= 4'b0001;
                        end
                        7'b1100011: begin
                            case (funct3)
                                3'b000:
                                    if (operand1 == operand2) pc <= pc + offset;
                                    else pc <= pc + 4;
                                3'b001:
                                    if (operand1 != operand2) pc <= pc + offset;
                                    else pc <= pc + 4;
                                3'b100:
                                    if ($signed(operand1) < $signed(operand2)) pc <= pc + offset;
                                    else pc <= pc + 4;
                                3'b101:
                                    if ($signed(operand1) >= $signed(operand2)) pc <= pc + offset;
                                    else pc <= pc + 4;
                                3'b110:
                                    if (operand1 < operand2) pc <= pc + offset;
                                    else pc <= pc + 4;
                                3'b111:
                                    if (operand1 >= operand2) pc <= pc + offset;
                                    else pc <= pc + 4;
                                default:
                                    pc <= pc + 4;
                            endcase
                            state <= 4'b0001;
                        end
                        default:
                            state <= 4'b1000;
                    endcase
                end
                4'b1000: begin
                    case (opcode)
                        7'b0000011, 7'b0010011, 7'b0110011, 7'b0110111, 7'b0010111:
                            if (rd != 0) x[rd] <= result;
                        default:     
                            write_signal_reg <= 0;
                    endcase
                    pc <= pc + 4;
                    state <= 4'b0001;
                end
                default: begin
                    state <= 4'b0001;
                    pc    <= 0;
                    x[1]  <= 0;
                    x[2]  <= 0;
                    x[3]  <= 0;
                    x[4]  <= 0;
                    x[5]  <= 0;
                    x[6]  <= 0;
                    x[7]  <= 0;
                    x[8]  <= 0;
                    x[9]  <= 0;
                    x[10] <= 0;
                    x[11] <= 0;
                    x[12] <= 0;
                    x[13] <= 0;
                    x[14] <= 0;
                    x[15] <= 0;
                    operand1 <= 0;
                    operand2 <= 0;
                    result <= 0;
                    offset <= 0;
                    effective_addr <= 0;
                    write_signal_reg <= 0;
                end
            endcase
        end
    end
endmodule
`timescale 1ns / 1ps
module mem_data_ram(
    input clk,
    input reset,
    input  [31:0] addr_bus,
    input [31:0] write_data_bus,
    input write_signal,
    output [31:0] read_data_bus,
    input  [7:0] i,
    output [7:0] o
);
    reg [7:0] mem [99:0];
    assign read_data_bus = {mem[addr_bus], mem[addr_bus+1], mem[addr_bus+2], mem[addr_bus+3]};    
    always @(i[7]) mem[3][7] <= i[7];
    always @(i[6]) mem[3][6] <= i[6];
    always @(i[5]) mem[3][5] <= i[5];
    always @(i[4]) mem[3][4] <= i[4];
    always @(i[3]) mem[3][3] <= i[3];
    always @(i[2]) mem[3][2] <= i[2];
    always @(i[1]) mem[3][1] <= i[1];
    always @(i[0]) mem[3][0] <= i[0];
    assign o = mem[7];
    always @(posedge clk) begin
        if (reset == 1 && write_signal) begin
            mem[addr_bus]   <= write_data_bus[31:24];
            mem[addr_bus+1] <= write_data_bus[23:16];
            mem[addr_bus+2] <= write_data_bus[15:8];
            mem[addr_bus+3] <= write_data_bus[7:0];
        end
        else if (reset == 0) begin
            mem[0] <= 0;     
            mem[1] <= 0;     
            mem[2] <= 0;     
            mem[3] <= i;
            mem[4] <= 0;     
            mem[5] <= 0;     
            mem[6] <= 0;     
            mem[7] <= 0;     
            mem[8] <= 0;
            mem[9] <= 0;
            mem[10] <= 0;
            mem[11] <= 0;
            mem[12] <= 0;
            mem[13] <= 0;
            mem[14] <= 0;
            mem[15] <= 0;
            mem[16] <= 0;
            mem[17] <= 0;
            mem[18] <= 0;
            mem[19] <= 0;
            mem[20] <= 0;
            mem[21] <= 0;
            mem[22] <= 0;
            mem[23] <= 0;
            mem[24] <= 0;
            mem[25] <= 0;
            mem[26] <= 0;
            mem[27] <= 0;
            mem[28] <= 0;
            mem[29] <= 0;
            mem[30] <= 0;
            mem[31] <= 0;
            mem[32] <= 0;
            mem[33] <= 0;
            mem[34] <= 0;
            mem[35] <= 0;
            mem[36] <= 0;
            mem[37] <= 0;
            mem[38] <= 0;
            mem[39] <= 0;
            mem[40] <= 0;
            mem[41] <= 0;
            mem[42] <= 0;
            mem[43] <= 0;
            mem[44] <= 0;
            mem[45] <= 0;
            mem[46] <= 0;
            mem[47] <= 0;
            mem[48] <= 0;
            mem[49] <= 0;
            mem[50] <= 0;
            mem[51] <= 0;
            mem[52] <= 0;
            mem[53] <= 0;
            mem[54] <= 0;
            mem[55] <= 0;
            mem[56] <= 0;
            mem[57] <= 0;
            mem[58] <= 0;
            mem[59] <= 0;
            mem[60] <= 0;
            mem[61] <= 0;
            mem[62] <= 0;
            mem[63] <= 0;
            mem[64] <= 0;
            mem[65] <= 0;
            mem[66] <= 0;
            mem[67] <= 0;
            mem[68] <= 0;
            mem[69] <= 0;
            mem[70] <= 0;
            mem[71] <= 0;
            mem[72] <= 0;
            mem[73] <= 0;
            mem[74] <= 0;
            mem[75] <= 0;
            mem[76] <= 0;
            mem[77] <= 0;
            mem[78] <= 0;
            mem[79] <= 0;
            mem[80] <= 0;
            mem[81] <= 0;
            mem[82] <= 0;
            mem[83] <= 0;
            mem[84] <= 0;
            mem[85] <= 0;
            mem[86] <= 0;
            mem[87] <= 0;
            mem[88] <= 0;
            mem[89] <= 0;
            mem[90] <= 0;
            mem[91] <= 0;
            mem[92] <= 0;
            mem[93] <= 0;
            mem[94] <= 0;
            mem[95] <= 0;
            mem[96] <= 0;
            mem[97] <= 0;
            mem[98] <= 0;
            mem[99] <= 0;
        end
    end
endmodule
module rv32e_soc(
    input clk,
    input reset,
    output [31:0] program_addr_bus,
    input [31:0] program_data_bus,
    input  [7:0] i,
    output [7:0] o
);
    wire [31:0] mem_read_data_bus;
    wire [31:0] mem_write_data_bus;
    wire mem_write_signal;
    wire [31:0] mem_addr_bus;
    rv32e_cpu rv32e_cpu0(
        .clk(clk),
        .reset(reset),
        .program_data_bus(program_data_bus),
        .program_addr_bus(program_addr_bus),
        .mem_read_data_bus(mem_read_data_bus),
        .mem_write_data_bus(mem_write_data_bus),
        .mem_write_signal(mem_write_signal),
        .mem_addr_bus(mem_addr_bus)
    );
    mem_data_ram mem_data_ram0(
        .clk(clk),
        .reset(reset),
        .addr_bus(mem_addr_bus),
        .read_data_bus(mem_read_data_bus),
        .write_data_bus(mem_write_data_bus),
        .write_signal(mem_write_signal),
        .i(i), .o(o)
    );
endmodule
==> /design/flow/run.sh <==
#!/bin/bash
# OpenROAD 26Q1-2900-gdf79404cd8, Yosys 0.63+post, stock flow scripts
make -C /OpenROAD-flow-scripts/flow DESIGN_CONFIG=/design/flow/config.mk WORK_HOME=/design/flow/orfs finish
==> /design/flow/config.mk <==
export PLATFORM = sky130hd
export DESIGN_NAME = rv32e_soc
export DESIGN_NICKNAME = rv32e_soc
export VERILOG_FILES = /design/flow/design.v
export SDC_FILE = /design/flow/constraint.sdc
export NUM_CORES = 4
export LEC_CHECK = 1
export CORE_UTILIZATION = 40
==> /design/flow/constraint.sdc <==
current_design rv32e_soc

set clk_period 44.0
set clk_io_pct 0.2

create_clock -name clk0 -period $clk_period [get_ports {clk}]

set non_clock_inputs [all_inputs -no_clocks]
set_input_delay [expr $clk_period * $clk_io_pct] -clock clk0 $non_clock_inputs
set_output_delay [expr $clk_period * $clk_io_pct] -clock clk0 [all_outputs]
==> impl_metrics.json <==
{
  "synth-edff-count": 1344,
  "ys.flops": 1513,
  "top_cell_area_share_pct": 31.6,
  "ys_area_um2": 128000,
  "status": "did not finish",
  "ys.flop_type": "edfxtp_1",
  "yosys-top-cells-area": "edfxtp_1 (32%), nor2_1 (8.0%), mux4_2 (6.4%)",
  "async_flop_share_pct": 0,
  "ys_types": 122,
  "haltStage": "synthesis",
  "tool.error": "ERROR: Found 8 problems in 'check -assert'.",
  "yosys_warnings": 3,
  "largest_area_cell": "edfxtp_1",
  "yosys_cells": 15000,
  "yosysSeqAreaShare_pct": 34.2
}
==> kinds of logic after synthesis <==
family,after synthesis,synth area share [%]
AND-OR/OR-AND,5173,27.9
adder cells (fa/ha/maj),204,2.03
buffers and inverters,1822,5.68
flip-flops,1513,34.2
XOR/XNOR,166,1.18
AND/OR/NAND/NOR,5080,17.4
multiplexers,1005,11.5
==> synth_stat cells (all sizes together) (45+ instances only) <==
library cell,n
edfxtp,1344
dfxtp,169
nor2,2723
ha,198
clkbuf,1308
mux2,68
a222oi,109
o211ai,83
nor3,209
nand4,235
buf,325
a22o,276
xor2,48
and3,85
o22ai,51
xnor2,118
mux2i,572
nand3,290
nor2b,49
o31ai,45
mux4,365
a22oi,825
a211oi,873
nor4,154
nand2,1063
o41ai,66
o21ai,610
a31oi,87
a2111oi,71
a311oi,48
inv,180
a21o,68
a21oi,1344
a221oi,265
